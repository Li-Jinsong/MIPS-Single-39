==> /design/flow/design.v <==
`timescale 1ns / 1ps
module ALU(
    input wire[3:0] alu_op,
    input wire unsign,
    input wire[31:0] a,b,
    output reg[31:0] alu_out,
    output reg zf  
    );
    reg[31:0] hi,lo;
    always @(*) begin
        case(alu_op)
            4'b0000: alu_out = b << a[4:0];                      
			4'b0001: alu_out = $signed(b) >>> a[4:0];            
			4'b0010: alu_out = b >> a[4:0];                      
			4'b0011: begin 
                        if(unsign)
                            {hi,lo} = a * b;  
                        else
                            {hi,lo} = $signed(a) * $signed(b);  
            end
			4'b0100: begin 
                        if(unsign)
                            {hi,lo} <= {a % b, a / b};  
                        else
                            {hi,lo} <= {$signed(a) % $signed(b), $signed(a) / $signed(b)};  
            end                         
            4'b0101: begin 
                        if(unsign)
                            alu_out = a + b;  
                        else
                            alu_out = $signed(a) + $signed(b);  
            end
            4'b0110: begin 
                        if(unsign)
                            alu_out = a - b;  
                        else
                            alu_out = $signed(a) - $signed(b);  
            end
            4'b0111: alu_out = a & b;                               
			4'b1000: alu_out = a | b;                               
			4'b1001: alu_out = a ^ b;                               
			4'b1010: alu_out = ~(a | b);                            
			4'b1011: begin
                        if(unsign)
			                alu_out = (a < b)? 1: 0;                       
                        else
                            alu_out = ($signed(a) < $signed(b))? 1: 0;     
            end     
            default: alu_out = {32{1'bx}};
        endcase
        zf = alu_out == 0;
    end
endmodule
==> /design/flow/run.sh <==
#!/bin/bash
# OpenROAD 26Q1-2900-gdf79404cd8, Yosys 0.63+post, stock flow scripts
make -C /OpenROAD-flow-scripts/flow DESIGN_CONFIG=/design/flow/config.mk WORK_HOME=/design/flow/orfs finish
==> /design/flow/config.mk <==
export PLATFORM = sky130hd
export DESIGN_NAME = ALU
export DESIGN_NICKNAME = ALU
export VERILOG_FILES = /design/flow/design.v
export SDC_FILE = /design/flow/constraint.sdc
export NUM_CORES = 4
export LEC_CHECK = 1
export CORE_UTILIZATION = 50
==> /design/flow/constraint.sdc <==
current_design ALU

set clk_period 22.5
set clk_io_pct 0.2

create_clock -name clk0 -period $clk_period

set non_clock_inputs [all_inputs -no_clocks]
set_input_delay [expr $clk_period * $clk_io_pct] -clock clk0 $non_clock_inputs
set_output_delay [expr $clk_period * $clk_io_pct] -clock clk0 [all_outputs]
==> deck_impl_summary.md <==
Synthesis and Place & Route Summary

Logic synthesis
  • Avg Synthesized Cell Area: 7.10 um^2
  • YS chip area: 11700 um^2
  • Mapped Cells: 1654
  • Ys flops: 32
  • Synth Cell Area: 11700 um^2
  • Cell taking the most area after synthesis: ha_1
  • Ys cells: 1654
  • Cell area leaders: ha_1 (11%), mux2i_1 (5.9%), nand2_1 (4.7%)
  • Top-area cell type share of the netlist area: 0.112
  • Number of synthesized flops with an enable pin: 0
  • Yosys cell types: 102
  • Fraction of registers with async set/reset: 0
  • Main synth FF type: dlxtn_1
  • YS warnings: 1

GRT
  • Largest net degree at the start of global routing: 64
  • Initial antenna violation count: 1
  • First-pass GRT wire length: 85200 um
  • Met2 Resource Use GR: 0.695
  • Vias in the first global route: 13101
  • Met3 Use GR: 0.172
  • Grt ovf: 0
  • Most used routing layer: met2
  • GRT Overall Usage: 0.486
  • Met1 Usage GRT: 0.646

Setup path
  • Most used cell, CP: buf_4
  • Crit path cell chain: buf_4 -> buf_4 -> mux2i_2 -> a2bb2oi_1 -> nor2_1 -> o21ai_1 -> nand4_1 -> a221o_1 -> or3_1 -> nor4_2 -> nand4b_1 -> nor4_1 -> and4bb_1 -> clkdlybuf4s50_1
  • WS Path Type: input pin to primary output
  • Setup crit start kind: input pin
  • Slowest stage delay, CP: 0.68 ns
  • Crit path DRT: 18.00 ns
  • Worst path slowest cell: buf_4
  • Critical path endpoint category: primary output
  • Crit path arrival time: 9.89 ns
  • Crit path max fanout: 53

Detailed routing
  • First-pass DRT Iterations: 9
  • Number of remaining DRC errors: 0
  • Total Wirelength: 58400 um
  • DRT antenna net count: 0
  • First DRT Iteration DRCs: 1756
  • Via/cell ratio: 7.35
  • Vias post-DR: 14419
  • DR WL/cell: 29.8 um

Floorplan
  • Fp util: 0.514
  • Width of the die: 155 um
  • Die Y: 155 um
  • Row count: 55
  • IO Pins: 102
  • Core Footprint: 22800 um^2
  • Die area: 24100 um^2

Final layout
  • Largest register FFs: 32
  • Most numerous logic cells after layout: nand2_1 (148), nor2_1 (126), ha_1 (105)
  • Fraction of layout cells with a size suffix above 1: 0.0893
  • Most frequent logic cell in the layout: nand2_1
  • Synth-to-layout area growth: 7.82%
  • Fillcell total: 2262

Clock network
  • Post-cts repair resize count: 0
  • # hold bufs at CTS: 0
  • Postcts setup bufs: 0

STA
  • Max_slew headroom: 0.279
  • Number of unconstrained endpoints: 64
  • Register pins left without a clock: 32
  • Post-layout period usage of the worst path: 0.640
  • Setup TNS: 0 ns
  • # setup viols final: 0
  • Fmax: 69.5 MHz
  • Minimum clock period: 14.39 ns
  • Hold Fails Final Rpt: 0
  • Worst-Margin Slew: 1.08 ns
  • Final tally of max-slew violations: 0
  • Hold Slack: 10.65 ns
  • RSZ-0062 raised after global routing: false

Place
  • Placed wire-length estimate: 45500 um
  • Port Buffer Count: 102
  • Gpl congestion: 1.17

Run status
  • Status: complete, no violations

Run
  • Count of tool warnings: 105
  • Maxcap violations: 0

Min path
  • Hold Crit Class: input pin to primary output

Pwr
  • Peak supply drop: 0.0223 mV
  • Leakage: 5.12 nW
  • PD cells: 26.0 nW/um^2
==> stage by stage <==
step	utilization	instances	setup WS (ns)	power, mW	cell area, um^2
floorplan	-	1654	9.95	0.210	11700
global placement	0.554	1960	8.22	0.312	12700
detailed placement	0.554	1960	8.32	0.312	12700
CTS	0.554	1960	8.32	0.313	12700
global route	0.554	1960	8.05	0.344	12700
finish	0.554	1961	8.11	0.329	12700
==> cell families (layout without fill, tap and decap cells) <==
kind of cell | after synthesis | after routing | share of synthesized area
AOI/OAI and AO/OA | 552 | 552 | 0.332
other | 0 | 1 | 0
buffers and inverters | 239 | 232 | 0.0960
muxes | 135 | 135 | 0.151
latches | 32 | 32 | 0.0409
adders and majority gates | 107 | 107 | 0.115
and+or+nand+nor | 545 | 545 | 0.232
xor gates and xnor gates | 44 | 44 | 0.0328
==> worst max-delay path, delay by kind of cell <==
kind	cells	cell delay, ns
AND-OR/OR-AND	3	1.13
buffers and inverters	3	1.67
multiplexers	1	0.57
AND/OR/NAND/NOR	7	1.96
==> per-layer routing <==
metal  vias to the layer above  wire, um
li1                       6245         -
met4                         0      3850
met5                         -         0
met2                      1217     23900
met3                       263      8510
met1                      6694     22100
==> where the power goes <==
group          leakage, nW     total, mW  internal [mW]  switching, mW
sequential           0.256       0.00564        0.00537       0.000272
clock           0.00000476  0.0000000231   0.0000000231              0
combinational         4.87         0.324          0.112          0.211
==> layout make-up <==
| type | instances | area [um^2] | area share |
|---|---|---|---|
| diodes | 1 | 2.50 | 0.000198 |
| multi-input cells | 1383 | 10200 | 0.802 |
| repair buffers | 141 | 1290 | 0.102 |
| inverters | 91 | 342 | 0.0270 |
| flip-flops and latches | 32 | 480 | 0.0379 |
| well taps | 313 | 392 | 0.0309 |
==> cells in the mapped netlist (11+ instances only) <==
| library cell | n |
|---|---|
| nor4_1 | 18 |
| nand4_1 | 17 |
| mux2i_1 | 69 |
| o31ai_1 | 23 |
| o22ai_1 | 27 |
| xnor2_1 | 34 |
| inv_1 | 86 |
| nand2_1 | 148 |
| nand2b_1 | 17 |
| nor3_1 | 51 |
| nand3_1 | 50 |
| buf_6 | 14 |
| o21ai_0 | 84 |
| dlxtn_1 | 32 |
| mux4_2 | 24 |
| mux2_2 | 31 |
| nor2_1 | 127 |
| o211ai_1 | 31 |
| or3_1 | 12 |
| and3_1 | 14 |
| a21oi_1 | 104 |
| a22oi_1 | 28 |
| nor2b_1 | 26 |
| buf_4 | 12 |
| o221ai_1 | 11 |
| buf_1 | 12 |
| o2111ai_1 | 11 |
| ha_1 | 105 |
| clkbuf_1 | 70 |
| a221oi_1 | 21 |
| o21bai_1 | 16 |
| a211oi_1 | 31 |
| buf_2 | 38 |
| a21o_1 | 17 |
| a31oi_1 | 13 |
| and2_1 | 15 |
==> path summary, 6_finish.rpt <==
path | from | end | slack, ns | cells past startpoint
setup / recovery | a[1] | zf | 8.11 | 14
hold / removal | a[2] | zf | 10.65 | 7
Power figures rest on the tool's default switching activity, not on a simulated workload.
