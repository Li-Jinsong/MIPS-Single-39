### /design/flow/config.mk
export PLATFORM = sky130hd
export DESIGN_NAME = RegFile
export DESIGN_NICKNAME = RegFile
export VERILOG_FILES = /design/flow/design.v
export SDC_FILE = /design/flow/constraint.sdc
export NUM_CORES = 4
export LEC_CHECK = 1
export CORE_UTILIZATION = 30
### /design/flow/constraint.sdc
current_design RegFile

set clk_period 9.9
set clk_io_pct 0.2

create_clock -name clk0 -period $clk_period [get_ports {clk}]

set non_clock_inputs [all_inputs -no_clocks]
set_input_delay [expr $clk_period * $clk_io_pct] -clock clk0 $non_clock_inputs
set_output_delay [expr $clk_period * $clk_io_pct] -clock clk0 [all_outputs]
### /design/flow/design.v
`timescale 1ns / 1ps
module RegFile(
	input wire clk,w,
	input wire[4:0] ra1,ra2,wa3,
	input wire[31:0] wd3,
	output wire[31:0] rd1,rd2
    );
	reg[31:0] register[31:0];
	always @(posedge clk) begin
		if(w) begin
			 register[wa3] <= wd3;
		end
	end
	assign rd1 = (ra1 != 0) ? register[ra1] : 0;
	assign rd2 = (ra2 != 0) ? register[ra2] : 0;
endmodule
### /design/flow/run.sh
#!/bin/bash
# OpenROAD 26Q1-2900-gdf79404cd8, Yosys 0.63+post, stock flow scripts
make -C /OpenROAD-flow-scripts/flow DESIGN_CONFIG=/design/flow/config.mk WORK_HOME=/design/flow/orfs finish
==> flow_summary.yaml <==
# physical design summary
global_routing:
  antenna_found_initial: 9
  overflow: 0
  grt_max_degree: 78
  grt_usage_pct: 19.8
  grt_pass1_vias: 29318
  grt_pass1_wl_mm: 207
flow_run:
  log.warning_count: 26
  max_cap_viol_count: 0
cts:
  cts.clk_slew.worst_paths_ps: 60
  htree_levels: 3
  hold_buffers: 0
  cts_tree: "built"
  cts_buffers: 104
  cts.path.max_buffers: 3
  cts_root_buf: "clkbuf_16"
  cts.sinks: 1024
  postCtsSetupRepairBufs: 0
  cts_resized: 0
yosys:
  topCellsByArea: "edfxtp_1, mux4_2, mux2i_1, a22o_1, clkbuf_1"
  syn_area_per_cell_um2: 19.6
  synth_area_um2: 47000
  yosys_cells: 2400
  synth_flops: 1024
  synth-area-yosys_um2: 47000
  synth_top_area_share_pct: 65.5
  ys_seq_share_pct: 65.5
  ys_warn_count: 1
  synth_area_leader_cell: "edfxtp_1"
  synth_cell_type_count: 40
  synthCells: 2400
timing:
  tightest_slew_ps: 1460
  maxSlewViolCount: 0
  finalHoldViolCount: 0
  finalSetupTns_ps: 0
  fin_ws_ps: 1440
  fin_crit_sh_pct: 85.4
  rsz0062_at_grt: "no"
  finalCriticalPeriod_ps: 8460
  relSlewSlack_pct: 1.75
  setup_violations: 0
  fmax_mhz: 118
die:
  die_h_um: 398
  boundaryPins: 113
  die_area_um2: 158000
  die_w_um: 398
  initCoreUtil_pct: 30.3
  coreArea_um2: 155000
  rows: 144
placed_design:
  gp_congestion: 0.898
  numPortBuffers: 112
  hpwl_mm: 87.5
  pre_cts_ws_ps: 1640
finish:
  top_regs: "register: 1024 flops"
  max_flop_register: "register"
  largest_reg_flops: 1024
  final_cell_mix: "edfxtp_1, mux4_2, mux2i_1"
  lay_top_count: "edfxtp_1"
  area_growth_pct: 15.8
  drive_above_1_share_pct: 29.3
setup_path:
  startpoint_type: "input pin"
  timing.critical_path.from: "ra2[3]"
  required_ps: 7920
  cp-end-kind: "primary output"
  crit_type: "in2out"
  worstPathArrival_ps: 6480
  cp_max_fo: 32
power:
  leakagePower_nw: 17.1
  power.density_nw_per_um2: 174
  ir_drop_mv: 0.142
outcome:
  status: "complete, no violations"
min_path:
  hp-class: "in2reg"
  min_from: "wd3[2]"
detailed_routing:
  firstDrtPassIters: 5
  drt_iter0_drc: 1354
  diodes: 0
  ant_nets: 0
  wl_per_cell_um: 31.2
  viasPerCell: 5.60
  drc: 0
  finalWirelength_mm: 146
  via_count: 26227
## area by class of cell
type	count	area (um^2)
tap	2044	2560
timing repair buffer	255	2310
sequential	1024	30700
fill	14146	100000
clock buffer	136	2830
clock inverter	51	368
multi-input combinational	1150	15500
inverter	25	98.8
## worst max-delay path: stages
cell	delay, ps
clkdlybuf4s50_1	870
or3_2	680
buf_4	570
nor3_4	40
buf_4	360
nor3_1	1230
clkdlybuf4s50_1	670
## metrics by stage
step,hold slack (ps),power (mW),cell area [um^2],utilization [%],instances
finish,2120,9.46,54400,35.1,4685
global route,2130,9.73,54400,35.1,4685
CTS,2090,9.52,54400,35.1,4685
detailed placement,2810,5.82,51200,33.1,4498
global placement,2810,5.82,51200,33.1,4498
floorplan,2080,5.39,47000,-,2400
## synth_stat cells, drive strengths merged
cell type / n
o211ai: 1
o22ai: 55
nor3: 33
or3b: 5
a32o: 9
a211oi: 47
clkbuf: 104
nor4b: 1
or3: 2
a2111oi: 31
o22a: 1
a221oi: 23
mux4: 425
and2: 13
a221o: 1
o221ai: 31
a21boi: 1
a21oi: 46
nor2: 35
a22o: 62
inv: 25
and3: 1
nand3: 4
nand2: 65
a211o: 23
buf: 97
nor4: 9
nand3b: 7
mux2: 24
mux2i: 183
nor2b: 8
and4: 1
nand2b: 3
edfxtp: 1024
## where the power goes
| group | internal [mW] | total [mW] | switching [mW] |
|---|---|---|---|
| sequential | 4.82 | 4.84 | 0.0201 |
| combinational | 0.379 | 0.881 | 0.502 |
| clock | 2.13 | 3.74 | 1.61 |
| total | 7.33 | 9.46 | 2.13 |
## cell families after synthesis
family,share of synthesized area (%)
AND-OR/OR-AND,5.41
AND/OR/NAND/NOR,1.94
multiplexers,24.9
flip-flops,65.5
buffers and inverters,2.31
## per-layer routing
metal  wire, um  GRT usage [%]
met1      45800           21.1
met2      66700           29.3
met3      28500           17.3
met4       3960           4.06
met5       1040           4.60
## worst paths after layout
kind,endpoint,slack (ps),cells past startpoint
setup / recovery,rd2[5],1440,7
hold / removal,register[4][2],2120,2
Power is estimated from default activity; no workload was simulated.
