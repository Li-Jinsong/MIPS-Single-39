==> flow/run.sh <==
#!/bin/bash
# OpenROAD 26Q1-2900-gdf79404cd8, Yosys 0.63+post, stock flow scripts
make -C /OpenROAD-flow-scripts/flow DESIGN_CONFIG=/design/flow/config.mk WORK_HOME=/design/flow/orfs finish
==> flow/config.mk <==
export PLATFORM = sky130hd
export DESIGN_NAME = DMem
export DESIGN_NICKNAME = DMem
export VERILOG_FILES = /design/flow/design.v
export SDC_FILE = /design/flow/constraint.sdc
export NUM_CORES = 4
export LEC_CHECK = 1
export CORE_UTILIZATION = 30
export SYNTH_MEMORY_MAX_BITS = 65536
==> flow/constraint.sdc <==
current_design DMem

set clk_period 52.6
set clk_io_pct 0.2

create_clock -name clk0 -period $clk_period [get_ports {clk}]

set non_clock_inputs [all_inputs -no_clocks]
set_input_delay [expr $clk_period * $clk_io_pct] -clock clk0 $non_clock_inputs
set_output_delay [expr $clk_period * $clk_io_pct] -clock clk0 [all_outputs]
==> flow/design.v <==
`timescale 1ns / 1ps
module DMem(
    input wire clk,
    input wire[31:0] addr,
    input wire memwrite,
    input wire[31:0] writedata,
    output wire [31:0] readdata
    );
    reg[31:0] mem [255:0];
    reg[31:0] n;
    initial begin
        for(n = 0; n <= 255; n = n + 1)
            mem[n] = 0;
    end
    always @(posedge clk) begin
        if(memwrite)
            mem[addr] <= writedata;
    end 
    assign readdata = mem[addr];
endmodule
==> results.toml <==
# synthesis and place-and-route metrics
[floorplanning]
chipWidth_mm = 1.02
ios = 98
design.core.area_um2 = 1030000
dieHeight_mm = 1.02
fp_util_pct = 30.1
placementRows = 372
chip_area_um2 = 1030000

[setup_path]
worstSetupEndpointType = "primary output"
path_max_fanout = 61
critPathLaunch = "addr[0]"
worstPathArrival_ns = 19.20
cp-start-kind = "input pin"
crit_type = "input pin to primary output"
cp.required_ns = 42.08

[finish]
final_util_pct = 34.9
largest_reg_flops = 8192
area_delta_synth_final_pct = 16.0
top_register = "mem"
final_area_um2 = 358000
largest_registers = "mem x8192"
layout-drive-gt1-share_pct = 29.9

[grt]
grt_use_total_pct = 16.9
antenna_found_initial = 34
grt_max_degree = 92
grt_overflow = 0
grt_pass1_wl_mm = 1160
grt_pass1_vias = 162000

[placed_design]
gp_congestion = 0.892
placed_area_um2 = 332000
io_buffers = 73
post-place-ws_ns = 22.50
dp_hpwl_mm = 465

[clocking]
cts_root_buf = "clkbuf_16"
cts_made_buffers = 802
cts_max_level = 6
clk_pin_slew_ns = 0.06
cts.sinks = 8192
postCtsSetupBuffers = 0
clk_path_buf_depth = 4
postCtsHoldBufs = 0
post_cts_resized = 0
cts_tree = "done"

[routing]
drc_errors = 0
firstDrtPassIters = 5
wl_mm = 819
viasPerCell = 5.06
vias = 144000
ant_nets = 0
drt_iter0_drc = 9579
routedWlPerCell_um = 28.9

[run]
maxCapViolCount = 0
openroad.warnings = 50

[yosys]
ys_sh_aoi_pct = 3.69
xor_area_share_pct = 0
yosys_warnings = 1
synth_cell_types = 21
ys_seq_share_pct = 79.8
synth-adder-area-share_pct = 0
avgSynthCellArea_um2 = 23.6
synthTopLogicFamily = "multiplexers"
synth_area_um2 = 308000
ys_sh_simple_pct = 0.490
synth-seq-cells = 8192
ys_cells = 13100
netlist_instances = 13100
ys_sh_mux_pct = 15.0
synth-area-yosys_um2 = 308000

[timing]
hold_viol_final = 0
setup_ws_ns = 22.88
rsz0062_at_grt = "false"
setup_viol = 0
tightest_slew_ns = 1.14
slew_headroom_pct = 23.3
fmaxAchievable_ghz = 0.0336
setup_tns_ns = 0
slew_violations = 0
period_used_pct = 56.5
min_period_ns = 29.72

[pwr]
irDropWorstVdd_uv = 37.2
cellPowerDensity_nw_per_um2 = 37.2
p_leak_nw = 107

[min_path]
holdCritPathClass = "input pin to register"
worstHoldStart = "writedata[10]"

[run_status]
status = "finished clean"
==> area by class of cell <==
class | count | area (µm²)
fill | 92400 | 668000
sequential | 8192 | 246000
multi-input combinational | 4066 | 61800
clock buffer | 1012 | 21000
tap | 13700 | 17100
timing repair buffer | 930 | 7520
clock inverter | 458 | 4110
antenna | 58 | 145
inverter | 1 | 3.75
==> routing by layer <==
| metal | part of all wire, % | wire length, µm | global-route usage [%] | up-vias |
|---|---|---|---|---|
| met5 | 0.31 | 2530 | 1.96 | - |
| met4 | 5.4 | 44500 | 7.11 | 32 |
| met3 | 19 | 152000 | 14.5 | 1391 |
| met2 | 47 | 383000 | 25.3 | 10200 |
| met1 | 29 | 237000 | 16.4 | 73200 |
| li1 | - | - | - | 58900 |
==> Yosys cell counts <==
library cell / number / share of area (%)
nor2b_1: 7 / 0.014
nand3_1: 13 / 0.021
edfxtp_1: 8192 / 80
nor3_1: 30 / 0.049
or3_1: 1 / 0.0020
clkbuf_1: 498 / 0.61
nand2b_1: 6 / 0.012
or2_2: 2 / 0.0041
and2_1: 3 / 0.0061
buf_1: 64 / 0.078
buf_4: 21 / 0.051
buf_2: 209 / 0.34
nand2_1: 28 / 0.034
nand4_1: 32 / 0.065
nor2_1: 232 / 0.28
o41ai_1: 128 / 0.36
mux4_2: 2048 / 15
buf_6: 4 / 0.015
inv_1: 1 / 0.0012
a22oi_1: 1024 / 2.5
a21oi_1: 512 / 0.83
==> worst max-delay path: stages <==
cell             delay, ns
buf_16                0.37
buf_4                 0.57
buf_4                 0.58
buf_4                 0.59
buf_4                 0.63
buf_4                 0.62
buf_4                 0.65
buf_4                 0.65
buf_4                 0.55
mux4_2                0.58
a22oi_1               0.21
a21oi_1               0.10
buf_4                 0.20
o41ai_2               0.24
buf_4                 0.28
nand4_1               0.72
buf_4                 0.42
clkdlybuf4s50_1       0.41
==> per-stage QoR <==
stage | total power [mW] | instances | hold slack [ns]
after floorplan | 7.64 | 13100 | 10.62
after global placement | 7.97 | 26800 | 10.84
after detailed placement | 7.98 | 26800 | 10.84
after CTS | 13.4 | 28300 | 9.63
after global routing | 13.7 | 28400 | 9.68
final | 13.3 | 28400 | 9.71
==> path summary, 6_finish.rpt <==
| path | to | cells after the start | slack [ns] |
|---|---|---|---|
| worst max-delay path | readdata[26] | 18 | 22.88 |
| worst min-delay path | mem[184][10] | 1 | 9.71 |
==> cell families after synthesis <==
family	Yosys count
AOI/OAI and AO/OA	1664
buffers and inverters	797
and+or+nand+nor	354
DFF	8192
muxes	2048
==> cell usage in the layout (no fill, tap or decap), types with 12 or more instances in the layout <==
master	netlist	routed
o41ai_2	0	90
nand2_1	28	12
a22oi_1	1024	1024
clkinv_1	0	205
bufinv_16	0	45
nand4_1	32	32
clkbuf_16	0	808
clkinv_16	0	24
mux4_2	2048	2048
buf_4	21	844
diode_2	0	58
buf_12	0	13
nor3_2	0	30
buf_8	0	32
edfxtp_1	8192	8192
a21oi_1	512	512
clkinv_2	0	139
clkbuf_1	498	204
o41ai_1	128	35
clkdlybuf4s50_1	0	39
nor2_4	0	228
==> where the power goes <==
| part | internal (mW) | switching, mW |
|---|---|---|
| Sequential | 7.20 | 0.00277 |
| Combinational | 0.215 | 0.418 |
| Clock | 3.05 | 2.44 |
| Total | 10.5 | 2.86 |
Power figures rest on the tool's default switching activity, not on a simulated workload.
